**config.mk**
```make
export PLATFORM = sky130hd
export DESIGN_NAME = fp_mult
export DESIGN_NICKNAME = fp_mult
export VERILOG_FILES = /design/flow/design.v
export SDC_FILE = /design/flow/constraint.sdc
export NUM_CORES = 4
export LEC_CHECK = 1
export CORE_UTILIZATION = 50
```
**constraint.sdc**
```tcl
current_design fp_mult

set clk_period 19.3
set clk_io_pct 0.2

create_clock -name clk0 -period $clk_period [get_ports {clock}]

set non_clock_inputs [all_inputs -no_clocks]
set_input_delay [expr $clk_period * $clk_io_pct] -clock clk0 $non_clock_inputs
set_output_delay [expr $clk_period * $clk_io_pct] -clock clk0 [all_outputs]
```
**design.v**
```verilog
module fp_mult( 
input logic [31:0]    dataA,
input logic [31:0]    dataB,
input logic clock,
output logic [31:0]   result
);
logic          sign_a; 
logic          sign_b;
logic          sign_result;
logic [7:0]    exp_a;
logic [7:0]    exp_b;
logic [8:0]    exp_result;
logic [8:0]    exp_result_final;
logic [23:0]   mantissa_a; 
logic [23:0]   mantissa_b;
logic [47:0]   mantissa_result; 
logic [22:0]   normalized_mantissa;
assign sign_a = dataA[31];
assign sign_b = dataB[31];
assign exp_a = dataA[30:23];
assign exp_b = dataB[30:23];
assign mantissa_a = {1'b1, dataA[22:0]};
assign mantissa_b = {1'b1, dataB[22:0]};
assign mantissa_result = mantissa_a * mantissa_b;
assign exp_result = exp_a + exp_b - 8'd127;
assign sign_result = sign_a ^ sign_b;
logic          sign_result_1;
logic [7:0]    exp_a_1;
logic [7:0]    exp_b_1;
logic [31:0]   dataA_1;
logic [31:0]   dataB_1;
always_ff @(posedge clock) begin
    sign_result_1 <= sign_result;
    exp_a_1 <= exp_a;
    exp_b_1 <= exp_b;
    dataA_1 <= dataA;
    dataB_1 <= dataB;
end
always_ff @(posedge clock) begin
    if (mantissa_result[47]) begin
        exp_result_final = exp_result + 1'b1;
        normalized_mantissa = mantissa_result[46:23];
    end
    else begin
        normalized_mantissa = mantissa_result[45:22];
        exp_result_final = exp_result;
    end
end
assign overflow = exp_result_final[8];
logic          sign_result_2;
logic [7:0]    exp_a_2;
logic [7:0]    exp_b_2;
logic [31:0]   dataA_2;
logic [31:0]   dataB_2;
logic          overflow_2;
logic [8:0]    exp_result_final_2;
logic [22:0]   normalized_mantissa_2;
always_ff @(posedge clock) begin
    sign_result_2 <= sign_result;
    exp_a_2 <= exp_a;
    exp_b_2 <= exp_b;
    dataA_2 <= dataA;
    dataB_2 <= dataB;
    overflow_2 <= overflow;
    exp_result_final_2 <= exp_result_final;
    normalized_mantissa_2 <= normalized_mantissa;
end
always@(posedge clock) begin
    if (exp_a_2==8'hff || exp_b_2==8'hff) begin
        if ((exp_a_2==8'hff && dataA_2[22:0]==0 && dataB_2>0 && dataB_2[30:0]<=31'h7f000000)
           ||(exp_b_2==8'hff && dataB_2[22:0]==0 && dataA_2>0 && dataA_2[30:0]<=31'h7f000000)) begin
            result = {sign_result_2, 8'hff, 23'b0};
           end
        else begin
            result = {sign_result_2, 8'hff, 23'b1};
        end
    end
    else if (dataA_2==32'b0 || dataB_2==32'b0) begin
        result = 32'b0;
    end
    else if (overflow) begin
        result = {sign_result_2, 8'hff, 23'b0};
    end
    else begin
        result = {sign_result_2, exp_result_final_2[7:0], normalized_mantissa_2};
    end
end
endmodule
```
**run.sh**
```bash
#!/bin/bash
# OpenROAD 26Q1-2900-gdf79404cd8, Yosys 0.63+post, stock flow scripts
make -C /OpenROAD-flow-scripts/flow DESIGN_CONFIG=/design/flow/config.mk WORK_HOME=/design/flow/orfs finish
```
==> impl_metrics.env <==
# yosys + openroad results
export IMPL_ant_nets=0
export IMPL_outcome="finished clean"
export IMPL_area_growth_syn_to_layout_pct=9.843
export IMPL_gp_congestion=0.9218
export IMPL_layout_top_cell="inv_1"
export IMPL_worst_path_buf_inv=10
export IMPL_fp_util_pct=50.61
export IMPL_min_path_type="reg2reg"
export IMPL_dp_hpwl_um=44730
export IMPL_boundaryPins=97
export IMPL_num_vias=15840
export IMPL_coreArea_mm2=0.04538
export IMPL_synth_edff_count=0
export IMPL_worst_r2r_cell_count=6
export IMPL_cp_depth=27
export IMPL_warning_count=26
export IMPL_stdcell_count=3131
export IMPL_path_delay_family="adder cells"
export IMPL_drc=0
export IMPL_cts_buffers=17
export IMPL_synth_area_yosys_mm2=0.02297
export IMPL_grt_antenna_before_repair=1
export IMPL_syn_inst=2456
export IMPL_fp_dieW_um=216.3
export IMPL_tns_ns=0
export IMPL_slew_headroom_pct=50.67
export IMPL_worst_pin_slew_ns=0.7350
export IMPL_globalRouteOverflowTotal=0
export IMPL_post_cts_buffers=0
export IMPL_place_inst=3099
export IMPL_ctsLongestPathBuffers=2
export IMPL_drv_slew=0
export IMPL_finalSetupViolCount=0
export IMPL_max_cap_violations=0
export IMPL_final_cell_mix="inv_1, fa_1, nand2_1"
export IMPL_grt_max_degree=36
export IMPL_synth_cell_types=59
export IMPL_cp_required_ns=19.61
export IMPL_cp_slowest_cell="or4b_1"
export IMPL_drt_iter0_drc=646
export IMPL_crit_path_max_incr_delay_ns=0.57
export IMPL_max_freq_mhz=86.74
export IMPL_synth_avg_cell_area_um2=9.352
export IMPL_cts_max_level=4
export IMPL_critical_path_arrival_ns=11.83
export IMPL_die_h_um=216.3
export IMPL_routed_wl_um=58190
export IMPL_crit_path_start_kind="input pin"
export IMPL_drive_above_1_share_pct=3.992
export IMPL_cts_sinks=160
export IMPL_post_drt_wl_per_cell_um=18.58
export IMPL_io_buffers=96
export IMPL_row_count=78
export IMPL_clkSlewWorstSetupHoldPaths_ns=0.07
export IMPL_cts_resized=0
export IMPL_root_buffer="clkbuf_16"
export IMPL_hold_buffers=0
export IMPL_crit_reg2reg_launch="dataA_2[16]"
export IMPL_numSynthFlops=160
export IMPL_crit_path_end_kind="register"
export IMPL_rsz0062_at_grt="no"
export IMPL_async_flop_share_pct=0
export IMPL_yosysWarnings=2
export IMPL_hold_depth=0
export IMPL_grt_usage_pct=28.82
export IMPL_synthFlopType="dfxtp_1"
export IMPL_grt_pass1_wl_um=95740
export IMPL_period_minus_slack_ns=11.53
export IMPL_min_from="normalized_mantissa[16]"
export IMPL_crit_path_start="dataB[8]"
export IMPL_criticalPathCategory="in2reg"
export IMPL_dr_pass1_iters=5
export IMPL_path_common_cell="fa_1"
export IMPL_crit_fanout=35
export IMPL_clk_latency_ns=0.42
export IMPL_nFillCells=3957
export IMPL_finalHoldViolations=0
export IMPL_skew_ns=0.007071
export IMPL_ys_seq_share_pct=13.94
export IMPL_die_area_mm2=0.04680
export IMPL_grt_pass1_vias=17240
export IMPL_yosys_cells=2456
export IMPL_cts_tree="yes"
export IMPL_via_per_inst=5.060
export IMPL_netlist_area_mm2=0.02297
export IMPL_post_route_period_util_pct=59.73
-- synthesized netlist by cell type, types with 6 or more instances --
cell type,instances,area (um^2)
nor3_1,14,70.07
mux2_2,14,157.7
xnor2_1,23,201.4
ha_1,185,2315
clkbuf_1,94,352.8
a21o_1,19,142.6
fa_1,482,9649
o21bai_1,11,82.58
and3_1,8,50.05
o21ai_0,26,130.1
nand3_1,8,40.04
xor2_1,20,175.2
nand2_1,299,1122
o21a_1,13,97.59
and2_1,260,1627
nand2b_1,6,37.54
nand4_1,19,118.9
dfxtp_1,160,3203
inv_1,601,2256
a21oi_1,47,235.2
nor4_1,14,87.58
nor2_1,64,240.2
-- routing by layer --
layer	vias to the layer above	GRT usage (%)	part of all wire, %
met5	-	0	0
met4	0	3.521	1.3
met3	50	13.28	12
met2	632	41.96	44
met1	7799	43.44	43
li1	7362	-	-
-- flip-flops by register name, summed over array words and instances (netlist names) --
name                   cells
sign_result_2              1
normalized_mantissa       23
exp_result_final_2         8
dataA_2                   32
result                    32
exp_result_final           9
dataB_2                   32
normalized_mantissa_2     23
-- worst paths after layout --
check,slack (ns),endpoint
setup / recovery,7.77,normalized_mantissa[7]
hold / removal,0.33,normalized_mantissa_2[16]
setup reg to reg,17.08,result[31]
hold reg to reg,0.33,normalized_mantissa_2[16]
-- area by class of cell --
cell class / count / area, um^2 / share of cell area [%]
Antenna cell: 1 / 2.502 / 0.009918
Clock buffer: 18 / 439.2 / 1.741
Clock inverter: 13 / 145.1 / 0.5753
Inverter: 603 / 2263 / 8.971
Multi-Input combinational cell: 1592 / 17110 / 67.80
Sequential cell: 160 / 3203 / 12.70
Tap cell: 600 / 750.7 / 2.975
Timing Repair Buffer: 144 / 1321 / 5.237
-- cell families (layout without fill, tap and decap cells) --
kind of cell | count (synthesis) | in the layout | share of synthesized area [%]
and+or+nand+nor | 706 | 706 | 15.23
buffers and inverters | 704 | 778 | 11.61
adders and majority gates | 667 | 667 | 52.09
DFF | 160 | 160 | 13.94
AOI/OAI and AO/OA | 155 | 155 | 4.489
xor gates and xnor gates | 43 | 43 | 1.640
muxes | 21 | 21 | 1.002
other | 0 | 1 | 0
-- per-stage QoR --
stage               worst slack (ns)  util [%]  cell area (um^2)  hold WS (ns)
floorplan                      8.737         -             22970        0.3096
detailed placement             7.308     54.30             24640        0.3121
global route                   7.391     55.59             25230        0.3277
finish                         7.772     55.60             25230        0.3253
CTS                            7.720     55.59             25230        0.3281
global placement               7.349     54.30             24640        0.3151
